File: flow/run.sh
#!/bin/bash
# OpenROAD 26Q1-2900-gdf79404cd8, Yosys 0.63+post, stock flow scripts
make -C /OpenROAD-flow-scripts/flow DESIGN_CONFIG=/design/flow/config.mk WORK_HOME=/design/flow/orfs finish
File: flow/config.mk
export PLATFORM = sky130hd
export DESIGN_NAME = ticks_generator_LCD
export DESIGN_NICKNAME = ticks_generator_LCD
export VERILOG_FILES = /design/flow/design.v
export SDC_FILE = /design/flow/constraint.sdc
export NUM_CORES = 4
export LEC_CHECK = 1
export CORE_UTILIZATION = 50
File: flow/constraint.sdc
current_design ticks_generator_LCD

set clk_period 3.7
set clk_io_pct 0.2

create_clock -name clk0 -period $clk_period [get_ports {clk}]

set non_clock_inputs [all_inputs -no_clocks]
set_input_delay [expr $clk_period * $clk_io_pct] -clock clk0 $non_clock_inputs
set_output_delay [expr $clk_period * $clk_io_pct] -clock clk0 [all_outputs]
File: flow/design.v
`timescale 1ns / 1ps
module ticks_generator_LCD (
    input clk,           
    input start,         
    output reg [16:0] ticks   
);
    localparam clk_f = 25000000;           
    localparam baud_rate = 100; 
    localparam integer div = clk_f / baud_rate;  
    localparam w_div = $clog2(div + 1);  
    localparam max_ticks = 96000;           
    localparam w_maxticks = $clog2(max_ticks + 1);  
    reg [w_div-1:0] counter;        
    reg [w_maxticks-1:0] ticks_counter;  
    always @(posedge clk) begin
    if (start) begin
        ticks <= ticks_counter;
         if (ticks_counter < max_ticks) begin
            if (counter == div) begin
                    counter <= 0;
                    ticks_counter <= ticks_counter + 1;
            end else begin
                    counter <= counter + 1;
            end
        end
    end else if (~start) begin
        ticks <= 17'b0;
        ticks_counter <= 0;
        counter <= 0;
    end
end
endmodule
==> datasheet_impl.txt <==
Physical implementation characteristics

Parameter                              Value

Detailed routing
  Diodes inserted    0
  Vias    1,576
  Average wire per cell in the routed design    12.97 um
  Routed wire length    3814 um
  Vias per Instance    5.361
  DR iter-0 viols    85
  DRT Pass-1 Iters    4
  Antenna-violating nets left    0
  DRC violation count after routing    0

CTS
  H-tree levels    2
  Clock root buffer master    clkbuf_8
  Clock sink count    52
  Clock transition at the registers of the reported paths    0.08 ns
  Total of hold buffers inserted after clock tree synthesis    0
  TritonCTS buffer count    5
  Clk buf depth    2
  Post-CTS repair timing setup buffer count    0
  Cells resized by post-CTS repair    0
  TritonCTS clock tree    done
  Source-to-sink clock delay at the later pin of the worst-skew pair    0.30 ns

Final timing
  Minimum period implied by the final worst setup slack    2.247 ns
  Final worst-path cycle share    60.73%
  Maximum clock frequency    445.0 MHz
  Setup_tns    0 ns
  Final number of hold-violating endpoints    0
  Clock tree skew after final layout    0.004872 ns
  Slew of the pin with the lowest slew margin    0.8586 ns
  Final number of setup-violating endpoints    0
  Relative slew slack    42.27%
  Unrepaired setup endpoints after global routing    false
  Final Max-Slew Violation Tally    0

Yosys
  Synth cell types    38
  Post-synthesis mux area share    6.543%
  Area share of and-or/or-and cells after synthesis    3.158%
  Simple-gate share of the synthesized area    32.83%
  Cell accounting for the most synthesized area    dfxtp_1
  Mean post-synth cell area    9.993 um^2
  XOR/XNOR share of the synthesized area    7.107%
  Synthesis area per yosys    0.002218 mm^2
  Number of cells in the yosys synthesis report    222
  Largest cells by area after synthesis    dfxtp_1 (47%), and2_1 (5.9%), xor2_1 (4.3%)
  Cell count after synthesis    222
  Prevailing post-synth register cell    dfxtp_1
  Seq/Total Area, Yosys    46.93%
  EDFF count, synth    0
  Adder and majority cell fraction of the synthesized area    1.692%
  Count of warnings emitted by yosys    1
  Dominant non-sequential cell family after synthesis    simple AND/OR/NAND/NOR gates
  Yosys reg bits    52
  Fraction of registers with async set/reset    0%
  Synthesized cell area    0.002218 mm^2
  Area share, top type    46.93%

Critical path
  Setup Crit Path Kind    register to register
  FF-to-FF End    counter[4]$_SDFFE_PN0N_
  R2R Setup Slk    1.45 ns
  Startpoint type of the worst setup path    register
  Arrival time worst endpoint    2.40 ns
  Reg2Reg Launch Point    counter[0]$_SDFFE_PN0N_
  Maximum fanout along the worst path    18
  Worst EP required    3.86 ns
  Critical path endpoint category    register
  Cells on worst reg2reg path    7

Floorplanning
  Chip footprint    0.004707 mm^2
  Vert. Die Dim    68.61 um
  Cell Rows    23
  Core box area    0.004115 mm^2
  Die Span X    68.61 um
  Initial cell density of the core    53.91%
  Number of placed I/O pins    19

Final layout
  Area Overhead vs Synth    14.38%
  Share of post-route cells with drive strength above 1    9.836%
  Fraction of the core area covered by cells at the end of the flow    61.66%

Worst hold path
  Hold Path Class    register to register
  Launch instance of the worst min-delay path    ticks_counter[1]$_SDFFE_PN0P_
  Worst hold path endpoint    ticks[1]$_SDFF_PN0_
  Hold Path Depth    2

GRT
  GRT Resource Usage Total    19.33%
  Wire length of the first global-routing pass    6679 um
  Number of antenna violations at the first check in global routing    0
  Pin count of the biggest net entering global routing    20
  Overflow left after global routing    0
  Number of global-route vias before repair    1,450

Run
  Max-cap violation count    0
  Number of warning messages in the logs    27

Run status
  Result of the run    finished clean

Pwr
  Power Density    359.1 mW/mm^2
  Sum of internal, switching and leakage power    0.9111 mW
  Static leakage    0.9624 nW
  IR Drop Worst-Case VDD    0.3309 mV

Placement
  Estimated wirelength of the detail-placed design    2769 um
  I/O Buffers    18
  Final estimated routing congestion in global placement    0.8244
layer usage:
layer / up-vias / GRT usage (%) / part of all wire, %
met5: - / 0 / 0
met4: 0 / 2.604 / 1.2
met3: 5 / 2.667 / 3.9
met1: 727 / 31.10 / 51
met2: 34 / 29.04 / 44
li1: 810 / - / -
layout make-up:
| cell class | count | area (um^2) |
|---|---|---|
| fill | 317 | 1578 |
| multi-input combinational | 161 | 1139 |
| sequential | 52 | 1041 |
| timing repair buffer | 19 | 187.7 |
| clock buffer | 6 | 82.58 |
| tap | 50 | 62.56 |
| inverter | 4 | 15.01 |
| clock inverter | 2 | 10.01 |
registers in the layout, summed over array words and instances (netlist names):
signal,cells
ticks_counter,17
ticks,17
counter,18
cell usage in the layout, fill, tap and decap left out, types with 7 or more instances in the layout:
cell type	count
xnor2_1	7
clkdlybuf4s50_1	18
xor2_1	11
nor2b_1	14
dfxtp_1	52
nand3_1	13
nor2_1	18
and2_1	21
nand2_1	11
nand4_1	11
through the flow:
stage	instances	hold slack (ns)	worst slack (ns)	area, um^2
6_report	294	0.4855	1.453	2537
5_1_grt	294	0.5156	1.210	2537
4_1_cts	294	0.4876	1.482	2537
3_5_place_dp	286	0.4719	1.380	2445
3_3_place_gp	286	0.4694	1.492	2445
2_1_floorplan	222	0.4369	1.696	2218
logic make-up (layout without fill, tap and decap cells):
group,after synthesis,in the layout
AOI/OAI and AO/OA,10,10
xor gates and xnor gates,18,18
adders and majority gates,3,3
buffers and inverters,9,31
DFF,52,52
muxes,13,13
and+or+nand+nor,117,117
cell usage after synthesis (all sizes together) (3+ instances only):
master and number:
dfxtp 52, and2 21, nor2 18, nor2b 14, nand3 13, mux2 12
nand4 12, nand2 11, xor2 11, nor3 8, xnor2 7, and3 6
inv 4, and4 3, clkbuf 3, ha 3, nor4 3, o21ai 3
or3 3
power by group:
| part | switching [mW] | total, mW | internal, mW |
|---|---|---|---|
| clock network | 0.170 | 0.319 | 0.149 |
| logic | 0.0162 | 0.0266 | 0.0104 |
| registers | 0.00376 | 0.566 | 0.562 |
| total | 0.190 | 0.911 | 0.722 |
worst max path at each step:
stage	startpoint	end	slack, ns	cells past startpoint
global route	counter[4]$_SDFFE_PN0N_	counter[13]$_SDFFE_PN0N_	1.21	5
finish	counter[0]$_SDFFE_PN0N_	counter[4]$_SDFFE_PN0N_	1.45	7
CTS	counter[3]$_SDFFE_PN0N_	counter[13]$_SDFFE_PN0N_	1.48	5
worst max-delay path: stages (launching register included):
cell and delay (ns):
dfxtp_1 0.34, inv_1 0.12, ha_1 0.17, and4b_1 0.26
nand4_4 0.17, nor3_2 0.29, nand2b_1 0.62, nor2_1 0.12
Power and IR drop assume default switching activity.
