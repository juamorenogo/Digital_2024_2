==> flow/design.v <==
module uart_rx (
    input wire clk,           
    input wire reset,         
    input wire rx,            
    output reg [7:0] rx_data, 
    output reg rx_ready       
);
parameter BAUD_RATE = 9600;
parameter CLK_FREQ = 25000000;  
parameter BAUD_TICK = CLK_FREQ / BAUD_RATE;
parameter HALF_BAUD_TICK = BAUD_TICK / 2;
localparam IDLE = 0;
localparam START_BIT = 1;
localparam DATA_BITS = 2;
localparam STOP_BIT = 3;
reg [1:0] state = IDLE;
reg [15:0] baud_counter = 0;
reg [2:0] bit_index = 0;
reg [7:0] shift_reg;
always @(posedge clk or posedge reset) begin
    if (reset) begin
        state <= IDLE;
        rx_ready <= 1'b0;
        baud_counter <= 0;
        bit_index <= 0;
        shift_reg <= 0;
    end else begin
        case (state)
            IDLE: begin
                rx_ready <= 1'b0;
                if (rx == 1'b0) begin  
                    state <= START_BIT;
                    baud_counter <= 0;
                end
            end
            START_BIT: begin
                if (baud_counter < HALF_BAUD_TICK - 1) begin
                    baud_counter <= baud_counter + 1;
                end else begin
                    baud_counter <= 0;
                    state <= DATA_BITS;
                end
            end
            DATA_BITS: begin
                if (baud_counter < BAUD_TICK - 1) begin
                    baud_counter <= baud_counter + 1;
                end else begin
                    baud_counter <= 0;
                    shift_reg <= {rx, shift_reg[7:1]};
                    if (bit_index < 7) begin
                        bit_index <= bit_index + 1;
                    end else begin
                        bit_index <= 0;
                        state <= STOP_BIT;
                    end
                end
            end
            STOP_BIT: begin
                if (baud_counter < BAUD_TICK - 1) begin
                    baud_counter <= baud_counter + 1;
                end else begin
                    baud_counter <= 0;
                    rx_data <= shift_reg;
                    rx_ready <= 1'b1;
                    state <= IDLE;
                end
            end
        endcase
    end
end
endmodule
==> flow/constraint.sdc <==
current_design uart_rx

set clk_period 2.6
set clk_io_pct 0.2

create_clock -name clk0 -period $clk_period [get_ports {clk}]

set non_clock_inputs [all_inputs -no_clocks]
set_input_delay [expr $clk_period * $clk_io_pct] -clock clk0 $non_clock_inputs
set_output_delay [expr $clk_period * $clk_io_pct] -clock clk0 [all_outputs]
==> flow/run.sh <==
#!/bin/bash
# OpenROAD 26Q1-2900-gdf79404cd8, Yosys 0.63+post, stock flow scripts
make -C /OpenROAD-flow-scripts/flow DESIGN_CONFIG=/design/flow/config.mk WORK_HOME=/design/flow/orfs finish
==> flow/config.mk <==
export PLATFORM = sky130hd
export DESIGN_NAME = uart_rx
export DESIGN_NICKNAME = uart_rx
export VERILOG_FILES = /design/flow/design.v
export SDC_FILE = /design/flow/constraint.sdc
export NUM_CORES = 4
export LEC_CHECK = 1
export CORE_UTILIZATION = 40
==> GITHUB_STEP_SUMMARY <==
### Yosys + OpenROAD results

| Metric | Value |
|---|---|
| Status | `complete, no violations` |
| Wire per inst | `between 10 and 15 um` |
| Share of cells above drive strength 1 | `16.13%` |
| Critical Path End Type | `register` |
| Fin. Hold Viols | `0` |
| Die Ht | `a little over 70 um` |
| PD cells | `519.5 nW/um2` |
| Die ar. | `between 4000 and 5000 um2` |
| Netlist Area Pre-Place | `1884 um2` |
| EDFF count, synth | `8` |
| Clock-pin slew on the worst setup and hold paths | `~70 ps` |
| Non-Filler Instances | `238` |
| Setup TNS Final | `0 ps` |
| Iteration-0 DRC count of the detailed router | `around 100` |
| CTS Hold Bufs | `0` |
| F_max | `489.9 MHz` |
| Pre-Place Util | `a little over two fifths` |
| Resized cells post-CTS | `0` |
| Die extent in x | `70.64 um` |
| GR Util All Layers | `14.94%` |
| Clk buf depth | `2` |
| Late-Pin Clk Latency | `290 ps` |
| Max Cap Violations | `0` |
| Post-route ant nets | `0` |
| Worst Path Arrival | `roughly 2200 ps` |
| Worst Max-Slew Pin Slew | `627.8 ps` |
| Tmin final | `2041 ps` |
| Met2 usage | `23.09%` |
| Vias in the first global route | `around 1300` |
| Syn-to-layout area delta | `14.94%` |
| Placer Congestion | `0.8395` |
| Syn_area_per_cell | `11.02 um2` |
| DRC | `0` |
| First-pass GRT wire length | `5837 um` |
| TritonCTS clock tree | `yes` |
| Final setup viols | `0` |
| Synthesized instance count | `171` |
| Total tool warning count | `29` |
| Clk sinks | `38` |
| DR pass1 iterations | `20` |
| Largest register FFs | `16` |
| Yosys chip area | `1884 um2` |
| Overflow after GRT | `0` |
| Via density | `5.634` |
| Post-CTS setup buffer count | `0` |
| Met1 usage | `22.26%` |
| Most used routing layer | `met2` |
| Fin crit share | `78.50%` |
| Sequential area share after synthesis | `52.59%` |
| Setup slack after layout | `558.9 ps` |
| Maximum vdd ir drop | `between 0.3 and 0.4 mV` |
| Startpoint types | `register` |
| Vias post-DR | `approximately 1300` |
| Yosys reg bits | `38` |
| Clock Tree Root | `clkbuf_8` |
| Critical Path Fanout Max | `9` |
| Final WL | `between 3000 and 4000 um` |
| I/O Buffers | `11` |
| Post-Place Worst Slack | `493.6 ps` |
| Grt met3 use | `4.913%` |
| DP Cell Count | `230` |
| Hold_ws | `454.4 ps` |
| HPWL after DPL | `2216 um` |
| Hold crit path type | `reg2reg` |
| Ys async rst share | `about four fifths` |
| Count of different cell masters after synthesis | `39` |
| Worst Skew | `about 8 ps` |
| RSZ-0062 raised after global routing | `false` |
| Slew headroom | `57.92%` |
| Type of the worst setup path | `reg2reg` |
| Antenna violations before repair | `0` |
| Crit path required time | `2770 ps` |
| Core Region | `~4400 um2` |
| CTS H-tree lvls | `2` |
| Row count | `24` |
| Number of I/O pins | `12` |
| Lkg Pwr | `0.9566 nW` |
| Commonest flop | `dfrtp_1` |
| Largest net degree at the start of global routing | `31` |
| TritonCTS Buffers | `5` |
| FILL cells | `406` |
| N_diodes | `0` |
| Max Slew Vio Count | `0` |
| Yosys cell count | `171` |
| Synth warn | `1` |
layer usage:
metal	up-vias	share of wire [%]
li1	649	-
met1	650	47
met2	37	46
met3	5	6.3
met4	0	1.2
met5	-	0
per-stage QoR:
step / util (%) / instance area [um2] / power, mW
global placement: 46.17 / 2052 / 0.6399
detailed placement: 46.17 / 2052 / 0.6403
CTS: 48.73 / 2166 / 1.144
global route: 48.73 / 2166 / 1.166
finish: 48.73 / 2166 / 1.125
floorplan: - / 1884 / 0.6306
path summary, 6_finish.rpt:
| path | depth (start not counted) | end | start | slack, ps |
|---|---|---|---|---|
| worst max-delay path | 4 | shift_reg[0] | baud_counter[15] | 560 |
| worst min-delay path | 0 | rx_data[0] | shift_reg[0] | 450 |
| worst max register to register | 4 | shift_reg[0] | baud_counter[15] | 560 |
| worst min register to register | 0 | rx_data[0] | shift_reg[0] | 450 |
| max in group asynchronous | 3 | baud_counter[14] | reset | 1660 |
| min in group asynchronous | 3 | baud_counter[7] | reset | 660 |
cell type report:
| class | count | area, um2 | area share, % |
|---|---|---|---|
| clock inverters | 3 | 45.04 | 2.080 |
| inverters | 9 | 33.78 | 1.560 |
| multi-input cells | 115 | 814.5 | 37.61 |
| well taps | 52 | 65.06 | 3.004 |
| clock buffers | 5 | 68.82 | 3.177 |
| flip-flops and latches | 38 | 991.0 | 45.75 |
| repair buffers | 16 | 147.6 | 6.817 |
power by group:
| part | internal (mW) | switching [mW] | leakage, nW |
|---|---|---|---|
| clock | 0.285 | 0.213 | 0.0504 |
| combinational | 0.00571 | 0.0144 | 0.450 |
| sequential | 0.607 | 0.000447 | 0.456 |
kinds of logic after synthesis:
| kind of cell | Yosys count | share of synthesized area [%] |
|---|---|---|
| XOR/XNOR | 3 | 1.395 |
| adder cells (fa/ha/maj) | 7 | 4.648 |
| AND-OR/OR-AND | 38 | 13.41 |
| buffers and inverters | 18 | 4.182 |
| flip-flops | 38 | 52.59 |
| AND/OR/NAND/NOR | 55 | 16.60 |
| multiplexers | 12 | 7.171 |
cell usage after synthesis (all sizes together), types with 2 or more instances:
cell type / count / share of area (%)
dfrtp: 30 / 40
o21ai: 15 / 4.4
a21oi: 12 / 3.2
nand3: 12 / 3.2
nor3: 10 / 3.2
and3: 9 / 3.0
inv: 9 / 1.8
mux2: 9 / 5.6
edfxtp: 8 / 13
nand2: 8 / 1.6
nor2: 8 / 1.6
ha: 7 / 4.6
buf: 5 / 1.6
clkbuf: 4 / 0.80
mux2i: 3 / 1.6
a31oi: 2 / 1.5
nor2b: 2 / 0.66
nor4: 2 / 0.66
o211ai: 2 / 1.1
o31ai: 2 / 0.80
xor2: 2 / 0.93
critical path, stage by stage, from the launching register on:
cell     delay, ps
dfrtp_1        380
nor4_1         580
o21ai_2        160
o21ai_2        420
mux2_2         390
cell usage in the layout, fill, tap and decap left out, drive strengths merged, types with 3 or more instances in the layout:
| cell type | n |
|---|---|
| nor3 | 10 |
| and3 | 9 |
| a21oi | 12 |
| inv | 9 |
| edfxtp | 8 |
| nor2 | 8 |
| dfrtp | 30 |
| clkbuf | 5 |
| nand3 | 12 |
| ha | 7 |
| nand2 | 8 |
| mux2i | 3 |
| clkdlybuf4s50 | 11 |
| o21ai | 15 |
| mux2 | 9 |
| buf | 5 |
No activity file was given, so power comes from the tool's default toggle rates.
