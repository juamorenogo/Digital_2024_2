<file path="design/flow/design.v">
module boton (
    input wire clk,         
    input wire button,      
    output reg [7:0] pulse_type   
);
    parameter integer clk_f = 25000000;     
    parameter integer short_limit = clk_f / 2;   
    parameter integer long_limit = clk_f;        
    reg [31:0] counter = 0;   
    reg button_prev = 0;      
    always @(posedge clk) begin
        if (button && !button_prev) begin
            counter <= 0;   
        end else if (button) begin
            counter <= counter + 1;
        end else if (!button && button_prev) begin
            if (counter < short_limit) begin
                pulse_type <= "S";   
            end else if (counter >= long_limit) begin
                pulse_type <= "L";   
            end else begin
                pulse_type <= "M";   
            end
        end
        button_prev <= button;
    end
endmodule
module main (
    input wire clk,         
    input wire button,      
    output wire tx          
);
    wire [7:0] pulse_type;
    boton #(
        .clk_f(25000000)
    ) detector_inst (
        .clk(clk),
        .button(button),
        .pulse_type(pulse_type)
    );
    reg send_uart = 0;
    wire uart_ready;
    uart_tx uart_inst (
        .clk(clk),
        .data(pulse_type),
        .send(send_uart),
        .tx(tx),
        .ready(uart_ready)
    );
    always @(posedge clk) begin
        if (uart_ready) begin
            send_uart <= 1;  
        end else begin
            send_uart <= 0;  
        end
    end
endmodule
module uart_tx(
    input wire clk,            
    input wire [7:0] data,     
    input wire send,           
    output reg tx,             
    output reg ready           
);
    parameter CLK_FREQ = 25000000;  
    parameter BAUD_RATE = 9600;    
    localparam integer DIV = CLK_FREQ / BAUD_RATE;
    localparam integer BIT_COUNT = 10;  
    reg [15:0] baud_counter = 0;
    reg [3:0] bit_index = 0;
    reg [BIT_COUNT-1:0] shift_reg = 0;
    reg sending = 0;
    always @(posedge clk) begin
        if (!sending && send) begin
            shift_reg <= {1'b1, data, 1'b0};  
            bit_index <= 0;
            sending <= 1;
            ready <= 0;
        end
        if (sending) begin
            if (baud_counter < DIV - 1) begin
                baud_counter <= baud_counter + 1;
            end else begin
                baud_counter <= 0;
                tx <= shift_reg[0];  
                shift_reg <= shift_reg >> 1;  
                bit_index <= bit_index + 1;
                if (bit_index == BIT_COUNT - 1) begin
                    sending <= 0;  
                    ready <= 1;    
                end
            end
        end
    end
endmodule
</file>
<file path="design/flow/run.sh">
#!/bin/bash
# OpenROAD 26Q1-2900-gdf79404cd8, Yosys 0.63+post, stock flow scripts
make -C /OpenROAD-flow-scripts/flow DESIGN_CONFIG=/design/flow/config.mk WORK_HOME=/design/flow/orfs finish
</file>
<file path="design/flow/config.mk">
export PLATFORM = sky130hd
export DESIGN_NAME = main
export DESIGN_NICKNAME = main
export VERILOG_FILES = /design/flow/design.v
export SDC_FILE = /design/flow/constraint.sdc
export NUM_CORES = 4
export LEC_CHECK = 1
export CORE_UTILIZATION = 50
</file>
<file path="design/flow/constraint.sdc">
current_design main

set clk_period 5.8
set clk_io_pct 0.2

create_clock -name clk0 -period $clk_period [get_ports {clk}]

set non_clock_inputs [all_inputs -no_clocks]
set_input_delay [expr $clk_period * $clk_io_pct] -clock clk0 $non_clock_inputs
set_output_delay [expr $clk_period * $clk_io_pct] -clock clk0 [all_outputs]
</file>
==> impl_metrics.toml <==
# generated from flow reports
[worst_setup_path]
cp.arrival_ps = 3440
cp-startpoint = "button"
r2r_slack_ps = 3510
critical_path.max_fanout = 23
path_class = "input pin to flop"
cp-end-kind = "flop"
r2r-start = "uart_inst.baud_counter[0]$_SDFFCE_PP0P_"
r2r-end = "uart_inst.baud_counter[2]$_SDFFCE_PP0P_"
crit_end = "detector_inst.counter[31]$_SDFFE_PP0P_"
r2r_cells = 5
cp-start-kind = "input pin"
required_ps = 6080

[final_layout]
largest_reg_flops = 32
fin_util_pct = 56.3
final_cell_area_um2 = 3850
comb_area_um2 = 1820
seq_area_um2 = 1600
area_growth_pct = 8.58
drive_gt1_share_pct = 5.88
fillCellCount = 592

[global_route]
track_usage_pct = 20.8
grt.overflow.total = 0
grt_pass1_wl_mm = 12.1
grt_pass1_vias = 2553
grt_max_degree = 39
antenna_found_initial = 0

[run_status]
status = "complete, no violations"

[cts]
postCtsSetupRepairBufs = 0
root_buffer = "clkbuf_8"
cts_tree = "yes"
clock_path_buffers = 2
htree_num_levels = 3
clkSinkCount = 70
cts_resized = 0
clk_latency_ps = 350
numCtsBuffers = 9
clk_pin_slew_ps = 80
postCtsHoldBufs = 0

[synth]
synth.top_cells.by_count = "50 x dfxtp_1, 31 x nor2_1, 26 x nand2_1"
compound_area_share_pct = 19.0
syn_area_um2 = 3540
simple_gate_area_share_pct = 24.5
syn_inst = 386
synth.distinct_cells = 56
ys_cells = 386
yosys-mux-area-fraction_pct = 1.98
synth.yosys.chip_area_um2 = 3540
yosysTopAreaCell = "dfxtp_1"
synthFlopType = "dfxtp_1"
top_cells_by_area = "dfxtp_1 28%, edfxtp_1 17%, nor2_1 3.3%, a21oi_1 2.8%, nand2_1 2.8%"
edf_count = 20
top_cell_area_share_pct = 28.3
fa_ha_area_share_pct = 1.77
ys_warn_count = 3
synthArstFlopShare_pct = 0
yosysSeqAreaShare_pct = 45.2
synthTopLogicFamily = "simple AND/OR/NAND/NOR gates"
synthXorXnorAreaFrac_pct = 3.71
synth_top_cell_by_count = "dfxtp_1"
syn_area_per_cell_um2 = 9.18
ys.flops = 70

[floorplan]
initial_core_util_pct = 51.8
fp.coreArea_um2 = 6830
die_y_um = 86.2
dieArea_um2 = 7430
fp.dieW_um = 86.2
ios = 3
num_rows = 30

[timing]
max_freq_ghz = 0.317
rsz0062_at_grt = "no"
fin_skew_ps = 13.3
hold_violations = 0
setup_tns_ps = 0
finalSetupViolCount = 0
min_period_ps = 3160
tightest_slew_ps = 938
fin_crit_sh_pct = 54.5
timing.slew.headroom_pct = 36.9
setup_ws_ps = 2640
slew_violations = 0
whs_ps = 353

[run]
drv_cap = 0
warnings = 28

[routing]
wl_met2_mm = 3.19
wl_met1_mm = 3.47
num_vias = 2822
wire_per_inst_um = 14.4
detail-route-antenna-nets = 0
dr_wl_met3_um = 237
drtIter0Drc = 107
dr.pass1.iters = 4
routed_wl_mm = 6.99
drc_errors = 0
num_antenna_cells = 0
via_per_inst = 5.79
top_layer_used = "met4"

[pwr]
internal_power_uw = 984
switching_share_pct = 34.6
peakVddDrop_uv = 203
power.switching_uw = 521
p_comb_share_pct = 24.3
power_frac_clock_pct = 26.1
p_per_area_nw_per_um2 = 391
p_leak_nw = 1.37
seq_power_share_pct = 49.6

[place]
postPlaceCellArea_um2 = 3650
hpwl_mm = 4.78
io_buffers = 2
gp_congestion = 0.830
pre_cts_slack_ps = 2310

[min_path]
min_path_type = "flop to flop"
## stage by stage
stage               std cells  power (mW)
floorplan                 389        1.02
global placement          471        1.12
detailed placement        471        1.12
CTS                       487        1.52
global route              487        1.60
finish                    487        1.51
## power by group through the flow
stage	Sequential (mW)	Clock [mW]	Combinational, mW
final	0.747	0.393	0.365
after global routing	0.768	0.424	0.407
after CTS	0.747	0.409	0.368
## layout by cell type (no fill, tap or decap), types with 6 or more instances in the layout
cell type,synthesis,final
a21oi_1,20,20
and3_1,6,6
clkbuf_8,0,9
dfxtp_1,50,50
edfxtp_1,20,20
inv_1,13,13
mux2i_1,7,7
nand2_1,26,26
nand2b_1,11,11
nand3_1,19,19
nand4_1,15,15
nor2_1,31,31
nor3_1,10,10
nor4_1,11,11
o21ai_0,13,13
or3_1,8,8
xnor2_1,11,11
## cells by family after synthesis
group	after synthesis
simple gates	161
xor+xnor	15
mux	7
other cells	1
fa+ha+maj	5
buf+inv	34
compound gates	93
flops	70
## layer usage
layer,global-route usage (%),up-vias
met5,0,-
met4,3.79,0
met3,4.15,11
met2,32.3,42
met1,31.9,1305
li1,-,1464
## cell type report
type	count	share of cell area, %
inverters	13	1.27
flip-flops and latches	70	41.6
multi-input cells	285	47.3
repair buffers	7	1.50
clock inverters	6	1.82
well taps	96	3.12
clock buffers	10	3.32
## worst min path at each step
stage                                   start           endpoint  slack (ps)  cells past startpoint
after CTS             uart_inst.ready$_DFF_P_  send_uart$_DFF_P_         350                      0
after global routing  uart_inst.ready$_DFF_P_  send_uart$_DFF_P_         370                      0
final                 uart_inst.ready$_DFF_P_  send_uart$_DFF_P_         350                      0
## critical path, cell delays in order
cell and delay [ps]:
clkdlybuf4s50_1 450, buf_4 230, nand4_1 290, or3_1 600, or4_1 550, a21oi_1 140
No activity file was given, so power comes from the tool's default toggle rates.
