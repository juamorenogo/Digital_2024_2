**flow/run.sh**
```bash
#!/bin/bash
# OpenROAD 26Q1-2900-gdf79404cd8, Yosys 0.63+post, stock flow scripts
make -C /OpenROAD-flow-scripts/flow DESIGN_CONFIG=/design/flow/config.mk WORK_HOME=/design/flow/orfs finish
```
**flow/config.mk**
```make
export PLATFORM = sky130hd
export DESIGN_NAME = lcd_thelast
export DESIGN_NICKNAME = lcd_thelast
export VERILOG_FILES = /design/flow/design.v
export SDC_FILE = /design/flow/constraint.sdc
export NUM_CORES = 4
export LEC_CHECK = 1
export CORE_UTILIZATION = 30
```
**flow/constraint.sdc**
```tcl
current_design lcd_thelast

set clk_period 4.8
set clk_io_pct 0.2

create_clock -name clk0 -period $clk_period [get_ports {clk}]

set non_clock_inputs [all_inputs -no_clocks]
set_input_delay [expr $clk_period * $clk_io_pct] -clock clk0 $non_clock_inputs
set_output_delay [expr $clk_period * $clk_io_pct] -clock clk0 [all_outputs]
```
**flow/design.v**
```verilog
module lcd_thelast (
    input             clk,      
    input             reset,     
    input  [8*10-1:0] word,      
    output reg        RS,        
    output reg        E,         
    output reg [7:0]  DB         
);
  parameter integer PULSE_WIDTH    = 10;     
  parameter integer COMMAND_DELAY  = 20000;  
  parameter WORD_LEN = 10;  
  localparam S_FUNC_SET         = 0,
             S_FUNC_SET_PULSE   = 1,
             S_FUNC_SET_WAIT    = 2,
             S_CLEAR            = 3,
             S_CLEAR_PULSE      = 4,
             S_CLEAR_WAIT       = 5,
             S_RETURN_HOME      = 6,
             S_RETURN_HOME_PULSE= 7,
             S_RETURN_HOME_WAIT = 8,
             S_DISPLAY_ON       = 9,
             S_DISPLAY_ON_PULSE = 10,
             S_DISPLAY_ON_WAIT  = 11,
             S_WRITE            = 12,
             S_WRITE_PULSE      = 13,
             S_WRITE_WAIT       = 14,
             S_DONE             = 15;
  reg [3:0]  state;          
  reg [31:0] delay_counter;  
  reg [3:0]  char_index;     
  wire [7:0] char_to_send;
  assign char_to_send = word[8*char_index +: 8];  
  always @(posedge clk or posedge reset) begin
    if (reset) begin
      state         <= S_FUNC_SET;
      delay_counter <= 0;
      char_index    <= 0;
      RS            <= 0;
      E             <= 0;
      DB            <= 8'b0;
    end else begin
      case (state)
        S_FUNC_SET: begin
          RS            <= 1'b0;    
          DB            <= 8'h30;   
          E             <= 1'b0;    
          delay_counter <= PULSE_WIDTH;  
          state         <= S_FUNC_SET_PULSE;
        end
        S_FUNC_SET_PULSE: begin
          E <= 1'b1;  
          if (delay_counter != 0)
            delay_counter <= delay_counter - 1;
          else begin
            E             <= 1'b0;   
            delay_counter <= COMMAND_DELAY;  
            state         <= S_FUNC_SET_WAIT;
          end
        end
        S_FUNC_SET_WAIT: begin
          if (delay_counter != 0)
            delay_counter <= delay_counter - 1;
          else
            state <= S_CLEAR;
        end
        S_CLEAR: begin
          RS            <= 1'b0;    
          DB            <= 8'h01;   
          delay_counter <= PULSE_WIDTH;
          state         <= S_CLEAR_PULSE;
        end
        S_CLEAR_PULSE: begin
          E <= 1'b1;
          if (delay_counter != 0)
            delay_counter <= delay_counter - 1;
          else begin
            E             <= 1'b0;
            delay_counter <= COMMAND_DELAY;
            state         <= S_CLEAR_WAIT;
          end
        end
        S_CLEAR_WAIT: begin
          if (delay_counter != 0)
            delay_counter <= delay_counter - 1;
          else
            state <= S_RETURN_HOME;
        end
        S_RETURN_HOME: begin
          RS            <= 1'b0;
          DB            <= 8'h02;   
          delay_counter <= PULSE_WIDTH;
          state         <= S_RETURN_HOME_PULSE;
        end
        S_RETURN_HOME_PULSE: begin
          E <= 1'b1;
          if (delay_counter != 0)
            delay_counter <= delay_counter - 1;
          else begin
            E             <= 1'b0;
            delay_counter <= COMMAND_DELAY;
            state         <= S_RETURN_HOME_WAIT;
          end
        end
        S_RETURN_HOME_WAIT: begin
          if (delay_counter != 0)
            delay_counter <= delay_counter - 1;
          else
            state <= S_DISPLAY_ON;
        end
        S_DISPLAY_ON: begin
          RS            <= 1'b0;
          DB            <= 8'h0C;   
          delay_counter <= PULSE_WIDTH;
          state         <= S_DISPLAY_ON_PULSE;
        end
        S_DISPLAY_ON_PULSE: begin
          E <= 1'b1;
          if (delay_counter != 0)
            delay_counter <= delay_counter - 1;
          else begin
            E             <= 1'b0;
            delay_counter <= COMMAND_DELAY;
            state         <= S_DISPLAY_ON_WAIT;
          end
        end
        S_DISPLAY_ON_WAIT: begin
          if (delay_counter != 0)
            delay_counter <= delay_counter - 1;
          else begin
            char_index <= 0;
            state <= S_WRITE;
          end
        end
        S_WRITE: begin
          if (char_index < WORD_LEN) begin
            RS <= 1'b1;          
            DB <= char_to_send;
            delay_counter <= PULSE_WIDTH;
            state <= S_WRITE_PULSE;
          end else begin
            state <= S_DONE;
          end
        end
        S_WRITE_PULSE: begin
          E <= 1'b1;
          if (delay_counter != 0)
            delay_counter <= delay_counter - 1;
          else begin
            E             <= 1'b0;
            delay_counter <= COMMAND_DELAY;
            state         <= S_WRITE_WAIT;
          end
        end
        S_WRITE_WAIT: begin
          if (delay_counter != 0)
            delay_counter <= delay_counter - 1;
          else begin
            char_index <= char_index + 1;   
            state <= S_WRITE;
          end
        end
        S_DONE: begin
          RS <= 1'b0;
          E  <= 1'b0;
          DB <= 8'b0;
        end
        default: state <= S_DONE;
      endcase
    end
  end
endmodule
```
==> qor.txt <==
Status: finished, final reports clean
Worst Setup Start Kind: register
Grt total ovfl: 0
Peak VDD IR: 0.000192 V
Sequential fraction of the synthesis area: 41.8%
DIE WIDTH: 113 um
Synth area leader: dfrtp_1
Hold buffers post-CTS: 0
Core area: 0.0121 mm^2
Post-synth EDFFs: 0
Final hold slack: 0.482 ns
CTS tree: yes
Switch share: 29.9%
Layout cell share with drive strength beyond 1: 11.9%
Final Skew: 0.00635 ns
Chip area: 0.0128 mm^2
Most numerous cell in the Yosys netlist: dfrtp_1
Hold Violations, Final: 0
DRT Pass-1 Iters: 4
Max Cap Violations: 0
Worst slew margin relative to its limit: 43.6%
Post-DP HPWL: 6910 um
Clock slew at reported path FFs: 0.05 ns
ANT cells: 0
Crit path DAT: 3.33 ns
Post CTS Setup Buffer Count: 0
Gate power share: 24.3%
Power Density: 380 mW/mm^2
Commonest cells post-synth: dfrtp_1 (61), nand2_1 (40), nor2_1 (32)
I/O Pins: 92
Mean Syn Cell Area: 10.1 um^2
Height of the chip: 113 um
Switching power: 582 uW
Static Leak: 2.03 nW
Max Fanout on Critical Path: 24
Routed Antenna Nets: 0
H-tree lvl count: 3
Total power draw: 1.95 mW
Worst hold path type: register to register
Vias in the first global route: 3101
Setup TNS: 0 ns
Main area contributors: dfrtp_1 (41%), mux4_2 (9.7%), mux2i_1 (4.9%)
Drt drc: 0
CTS Buffer Depth: 2
Clock latency (worst-skew pair): 0.32 ns
Main flop type after synthesis: dfrtp_1
Pins Over Slew Limit: 0
Async set-reset flop share out of synthesis: 100%
Vias/cell: 5.03
Sequential share of power: 39.4%
Yosys Instances: 368
Clock root buffer: clkbuf_16
Final setup viols: 0
Highest clock rate: 0.320 GHz
Avg WL per Cell: 14.9 um
Global-route usage over all layers: 15.7%
First-pass GRT wire length: 15700 um
Port Buffers: 91
Post-CTS Resized: 0
Vias: 3171
Top-area cell share: 41.1%
Post-Syn Instances: 368
Unrepaired setup endpoints after global routing: false
Yosys warnings: 1
Fin crit share: 65.1%
Setup crit end kind: register
Log Warnings: 26
Area growth, synth to finish: 37.9%
Distinct lib cells: 53
Largest net degree at the start of global routing: 37
Clock Sinks: 62
1st-iter DRT viols: 215
Internal power: 1.36 mW
Number of buffers created by CTS: 9
Crit path time final: 3.13 ns
Initial antenna violation count: 0
Worst Tran Pin Value: 0.846 ns
Routed wire length: 9420 um
Synth Cell Area: 0.00371 mm^2
Ys flops: 62
RePlAce Congestion: 0.832
Area figure in the yosys stat output: 0.00371 mm^2
Site Rows: 40
Fp_density: 30.8%
Critical path data required time: 5.00 ns
Clock share of power: 36.3%
Critical path class: register to register
==> cells by family (layout without fill, tap and decap cells) <==
| kind of cell | after synthesis | count (layout) | share of synthesized area [%] |
|---|---|---|---|
| xor+xnor | 18 | 18 | 4.25 |
| compound gates | 84 | 84 | 15.6 |
| other cells | 1 | 1 | 0.101 |
| simple gates | 140 | 140 | 19.2 |
| mux | 34 | 34 | 14.6 |
| fa+ha+maj | 3 | 3 | 1.01 |
| flops | 62 | 62 | 41.8 |
| buf+inv | 26 | 121 | 3.50 |
==> layout by cell type (no fill, tap or decap), types with 3 or more instances in the layout <==
master,instances
a21o_1,5
a21oi_1,18
a22o_1,4
a31oi_1,3
and2_1,5
buf_4,8
clkbuf_16,9
clkdlybuf4s50_1,91
dfrtp_1,61
ha_1,3
inv_1,5
mux2i_1,18
mux4_2,16
nand2_1,40
nand3_1,9
nand4b_1,3
nor2_1,32
nor2b_1,3
nor3_1,10
nor4_1,9
o2111ai_1,3
o211ai_1,4
o211ai_2,4
o21ai_0,9
o21ai_1,10
o22ai_1,8
o31ai_1,8
or3_1,4
or4_1,8
xor2_1,18
==> flip-flops by register name, summed over array words and instances (netlist names), named ones only <==
| register | flops |
|---|---|
| delay_counter | 32 |
| state | 11 |
| DB | 8 |
| char_index | 4 |
| E | 1 |
| RS | 1 |
==> per-stage QoR <==
step                      std cells  area, um^2  utilization [%]  setup slack (ns)
after floorplan                 368        3710                -              2.30
after global placement          615        4790             39.7              1.86
after detailed placement        615        4790             39.7              1.74
after CTS                       631        5120             42.5              1.71
after global routing            631        5120             42.5              1.43
final                           631        5120             42.5              1.67
==> layer usage <==
| metal | GRT usage (%) | wire length, um |
|---|---|---|
| met2 | 23.5 | 4200 |
| met4 | 2.11 | 124 |
| met1 | 24.4 | 4570 |
| met3 | 3.71 | 523 |
| met5 | 0 | 0 |
==> area by class of cell <==
class                           count  area, um^2
Multi-Input combinational cell    280        2030
Timing Repair Buffer               99         971
Fill cell                        1117        6940
Inverter                            6        22.5
Clock inverter                      5        81.3
Clock buffer                       11         253
Tap cell                          168         210
Sequential cell                    62        1550
==> worst paths after layout <==
check                      depth (start not counted)  slack [ns]               end             start
hold / removal                                     2        0.48             DB[2]             DB[2]
setup / recovery                                   7        1.67  delay_counter[2]  delay_counter[8]
max in group asynchronous                          3        2.91          state[0]             reset
min in group asynchronous                          2        1.01  delay_counter[6]             reset
hold reg to reg                                    2        0.48             DB[2]             DB[2]
setup reg to reg                                   7        1.67  delay_counter[2]  delay_counter[8]
==> worst max-delay path, stage by stage, from the launching register on <==
cell and delay [ns]:
dfrtp_1 0.42, nor3_1 0.45, nand4b_1 0.51, or3_1 0.63
buf_4 0.28, a21oi_2 0.35, buf_4 0.29, nor2_1 0.07
==> power by group through the flow <==
stage / Clock (mW) / Sequential (mW) / Combinational (mW)
final: 0.706 / 0.766 / 0.473
after global routing: 0.749 / 0.784 / 0.530
after CTS: 0.725 / 0.764 / 0.474
Power and IR drop assume default switching activity.
