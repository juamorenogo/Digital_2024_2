`./run.sh`:
```
#!/bin/bash
# OpenROAD 26Q1-2900-gdf79404cd8, Yosys 0.63+post, stock flow scripts
make -C /OpenROAD-flow-scripts/flow DESIGN_CONFIG=/design/flow/config.mk WORK_HOME=/design/flow/orfs finish
```
`./config.mk`:
```
export PLATFORM = sky130hd
export DESIGN_NAME = LCD_1
export DESIGN_NICKNAME = LCD_1
export VERILOG_FILES = /design/flow/design.v
export SDC_FILE = /design/flow/constraint.sdc
export NUM_CORES = 4
export LEC_CHECK = 1
export CORE_UTILIZATION = 30
```
`./constraint.sdc`:
```
current_design LCD_1

set clk_period 4.5
set clk_io_pct 0.2

create_clock -name clk0 -period $clk_period [get_ports {clk}]

set non_clock_inputs [all_inputs -no_clocks]
set_input_delay [expr $clk_period * $clk_io_pct] -clock clk0 $non_clock_inputs
set_output_delay [expr $clk_period * $clk_io_pct] -clock clk0 [all_outputs]
```
`./design.v`:
```
module LCD_1(
    input clk,
    output rs, rw, ena,
    output [7:0] dat
);
    parameter COUNT_MAX = 800000 ;
    parameter INIT = 0;
    reg [7:0] data;
    reg rs_reg, rw_reg;
    reg [$clog2(COUNT_MAX)-1:0] counter;
    reg [5:0] current, next;
    reg clkr;
    initial begin
        data = 0;
        rs_reg = 0;
        rw_reg = 0;
        counter = 0;
        current = 0;
        next = 0;
        clkr = 0;
    end
    always @(posedge clk) begin
        if (counter == COUNT_MAX-1) begin
            clkr <= ~clkr;
            counter <= 0;
        end else begin
            counter <= counter + 1;
        end
    end
    always @(posedge clkr) begin
        current <= next;
        case (current)
        INIT: begin rs_reg <= 0; data <= 8'h38; next <= 1; end
        1: begin rs_reg <= 0;  data <= 8'h06; next <= 2; end
        2: begin rs_reg <= 0;  data <= 8'h0c; next <= 3; end
        3: begin rs_reg <= 0;  data <= 8'h01; next <= 4; end
        4: begin rs_reg <= 1;  data <= "H"; next <= 5; end
        5: begin rs_reg <= 1;  data <= "o"; next <= 6; end
        6: begin rs_reg <= 1;  data <= "l"; next <= 7; end
        7: begin rs_reg <= 1;  data <= "a"; next <= 8; end
        8: begin rs_reg <= 1;  data <= " "; next <= 9; end
        9: begin rs_reg <= 1;  data <= "b"; next <= 10; end
        10: begin rs_reg <= 1;  data <= "i"; next <= 11; end
        11: begin rs_reg <= 1;  data <= "e"; next <= 12; end
        12: begin rs_reg <= 1;  data <= "n"; next <= 13; end
        13: begin rs_reg <= 1;  data <= "v"; next <= 14; end
        14: begin rs_reg <= 1;  data <= "e"; next <= 15; end
        15: begin rs_reg <= 1;  data <= "n"; next <= 16; end
        16: begin rs_reg <= 1;  data <= "i"; next <= 17; end
        17: begin rs_reg <= 1;  data <= "d"; next <= 18; end
        18: begin rs_reg <= 1;  data <= "o"; next <= 19; end
        19: begin rs_reg <= 1;  data <= "s"; next <= 20; end
        20: begin rs_reg <= 0;  data <= 8'hC0; next <= 21; end
        21: begin rs_reg <= 1;  data <= "1"; next <= 22; end
        22: begin rs_reg <= 1;  data <= "2"; next <= 23; end
        23: begin rs_reg <= 1;  data <= "3"; next <= 24; end
        24: begin rs_reg <= 1;  data <= "4"; next <= 25; end
        25: begin rs_reg <= 1;  data <= "5"; next <= INIT; end
            default: next = INIT;
        endcase
    end
    assign ena= clkr;
    assign rs = rs_reg;
    assign rw = rw_reg;
    assign dat = data;
endmodule 
```
==> CHANGELOG.md <==
### Changed

- Yosys warning total: 1
- Most numerous logic cells after layout: dfxtp_1, nor2_1, nand2_1
- Setup TNS: 0 ns
- Clk latency late pin: 0.26 ns
- CTS tree: yes
- Async set-reset flop share out of synthesis: 0%
- Drc violations: 0
- Max FFs per register: 20
- Postcts setup bufs: 0
- Placed Cells: 266
- Yosys simple share: roughly 24%
- Fin. Hold Viols: 0
- # rows: 28
- Global-route wire length before repair: slightly below 5000 um
- Seq/Total Area, Yosys: roughly half
- Unrepaired setup endpoints after global routing: no
- Number of unconstrained endpoints: 37
- Startpoint Class: flop
- Max_slew headroom: between 50% and 60%
- Period utilization: between 50% and 60%
- ANT cells: 0
- Reg clk slew, reported paths: 0.08 ns
- Hold buffer count at CTS: 0
- Post-route cell area: between 0.002 and 0.0025 mm^2
- Fp util: a little under a third
- Synthesized cell area: around 0.0018 mm^2
- Crit-path max cell delay: roughly 0.69 ns
- Area growth syn-to-layout: 9.91%
- CP endpoint kind: output port
- Share of layout cells above drive strength 1: 7.69%
- Worst Path Buf+Inv: 1
- GR Overflow Total: 0
- Register pins left without a clock: 19
- OpenROAD warnings: 25
- Fin Clk Skew: 0.00630 ns
- Flip-flops with a built-in enable: 10
- CP max FO: 21
- Placed cell areas: ~0.002 mm^2
- Least-Margin Pin Slew: roughly 0.74 ns
- Die x size: ~80 um
- Top non-seq family: simple AND/OR/NAND/NOR gates
- Global Route Usage Sum: under 10%
- HP Class: flop to flop
- Commonest Layout Cell: dfxtp_1
- # port buffers: 10
- Netlist cell types: approximately 47
- XOR Share, Synth: 7.66%
- Outcome: finished clean
- Top flop regs: counter: 20 flops, data: 8 flops
- RePlAce Congestion: approximately 0.8
- Antenna Nets Post-Route: 0
- Ports: 12
- Slew Viols, Final: 0
- CTS buffer count: 3
- Ao+oa area frac: between 10% and 20%
- Final core area utilization: between 30% and 40%
- Drt total wl: about 2700 um
- Pleak: 0.679 nW
- Yosys reg bits: 40
- Routed vias/inst: about 4.7
- Synth Area per Inst: ~9.4 um^2
- Crit path max-delay cell type: edfxtp_1
- Clock Root Buffer: clkbuf_8
- CP cell instances: clkdlybuf4s50_1
- Largest net degree at the start of global routing: 24
- Max Clk Rate: between 0.4 and 0.5 GHz
- Min cycle time layout: approximately 2.4 ns
- Cell Pwr Density: ~160 mW/mm^2
- Setup-failing EPs final: 0
- Post-CTS sizing: 0
- DRC violation total after the first TritonRoute iteration: 79
- Mux frac, synth: less than 1%
- Final std cells w/o fill: 270
- H-tree depth: 1
- Chip Height: between 80 and 90 um
- Via count: ~1300
- Top delay family on crit path: flip-flops
- Crit path DRT: ~3.6 ns
- Most used flip-flop cell: dfxtp_1
- # Cells Yosys: 194
- Crit path kind: flop to output port
- WHS: around 0.49 ns
- Initial antenna violation count: 0
- Arrival @ worst endpoint: ~1.5 ns
- Die area: 0.00642 mm^2
- Number of global-route vias before repair: about 1100
- DR WL/cell: approximately 10 um
- First-pass DRT Iterations: 4
- Pre-CTS setup slack: roughly 2.3 ns
- Overall power: around 0.31 mW
- Clock Path Buffers: 2
- Biggest register: counter
- Adders+Majority by Area: 0.684%
- Max VDD drop: approximately 0.00018 V
- Post-detail-place hpwl: roughly 1900 um
- Mapped Cells: 194
- Yosys stat area: approximately 0.0018 mm^2
- Core Footprint: ~0.006 mm^2
- Fin worst setup slack: 2.08 ns
- Max-cap viol count: 0
[cell families (layout without fill, tap and decap cells)]
family,Yosys count,in the layout
xor gates and xnor gates,16,16
muxes,1,1
DFF,40,40
AOI/OAI and AO/OA,37,37
adders and majority gates,1,1
other,1,1
and+or+nand+nor,78,78
buffers and inverters,20,21
[synth_stat cells, types with 3 or more instances]
cell type / instances / area, um^2
xnor2_1: 11 / 96.3
xor2_1: 5 / 43.8
edfxtp_1: 10 / 300
and3_1: 3 / 18.8
nor2b_1: 4 / 25.0
nor2_1: 18 / 67.6
nand4_1: 5 / 31.3
inv_1: 7 / 26.3
clkbuf_1: 11 / 41.3
nor3_1: 8 / 40.0
nand3_1: 6 / 30.0
dfxtp_1: 30 / 601
o21ai_0: 13 / 65.1
a21oi_1: 9 / 45.0
or2_2: 3 / 18.8
nand2_1: 14 / 52.6
[area by class of cell]
| type | count | area (um^2) |
|---|---|---|
| fill | 599 | 3870 |
| sequential | 40 | 901 |
| multi-input combinational | 134 | 843 |
| timing repair buffer | 10 | 100 |
| tap | 75 | 93.8 |
| clock buffer | 3 | 41.3 |
| inverter | 7 | 26.3 |
| clock inverter | 1 | 6.26 |
[routing by layer]
layer,vias to the layer above,global-route usage (%),share of wire (%)
li1,683,-,-
met1,558,14.6,55
met2,13,15.6,42
met3,2,1.38,2.5
met4,0,0.536,0.37
met5,-,0,0
[where the power goes]
part           internal [mW]  switching (mW)  total (mW)  leakage [nW]
clock network         0.0630          0.0635       0.126        0.0260
logic                      0       0.0000248   0.0000251         0.297
registers              0.187               0       0.187         0.356
total                  0.250          0.0636       0.313         0.679
[path summary, 6_finish.rpt]
check,startpoint,end,slack (ns),cells past startpoint
worst max register to register,counter[0],clkr,2.51,4
worst min-delay path,counter[0],counter[0],0.49,1
worst max-delay path,clkr,ena,2.08,1
worst min register to register,counter[0],counter[0],0.49,1
Power figures rest on the tool's default switching activity, not on a simulated workload.
