`flow/run.sh`:
```
#!/bin/bash
# OpenROAD 26Q1-2900-gdf79404cd8, Yosys 0.63+post, stock flow scripts
make -C /OpenROAD-flow-scripts/flow DESIGN_CONFIG=/design/flow/config.mk WORK_HOME=/design/flow/orfs finish
```
`flow/config.mk`:
```
export PLATFORM = sky130hd
export DESIGN_NAME = largo_corto
export DESIGN_NICKNAME = largo_corto
export VERILOG_FILES = /design/flow/design.v
export SDC_FILE = /design/flow/constraint.sdc
export NUM_CORES = 4
export LEC_CHECK = 1
export CORE_UTILIZATION = 40
```
`flow/constraint.sdc`:
```
current_design largo_corto

set clk_period 3.5
set clk_io_pct 0.2

create_clock -name clk0 -period $clk_period [get_ports {clk}]

set non_clock_inputs [all_inputs -no_clocks]
set_input_delay [expr $clk_period * $clk_io_pct] -clock clk0 $non_clock_inputs
set_output_delay [expr $clk_period * $clk_io_pct] -clock clk0 [all_outputs]
```
`flow/design.v`:
```
module largo_corto (
    input wire button,
    input wire clk,
    input wire reset,
    output reg led2,
    output reg led3,
    output reg ledb
);
    wire tick;
    wire [13:0] tick_total;   
    reg [31:0] delay_counter;  
    reg delay_active;          
    parameter short_ticks = 3840;
    parameter long_ticks = 4800;
    wire start = button;
    reg ledb = button;
    tick_generator tick_gen (
        .start(start),
        .clk(clk),
        .reset(reset),
        .tick_total(tick_total)
    );
    always @(posedge clk or posedge reset) begin
        if (reset) begin
            led2 <= 0;
            led3 <= 0;
            delay_counter <= 0;
            delay_active <= 0;
        end else if (!delay_active) begin
            if (!button) begin
                if (tick_total <= short_ticks) begin
                    led2 <= 1;
                    delay_active <= 1;
                end else if (tick_total >= long_ticks) begin
                    led3 <= 1;
                    delay_active <= 1;
                end
            end
        end else begin
            if (delay_counter == 25000000) begin  
                led2 <= 0;
                led3 <= 0;
                delay_counter <= 0;
                delay_active <= 0;
            end else begin
                delay_counter <= delay_counter + 1;
            end
        end
    end
endmodule
`timescale 1ns / 1ps
module tick_generator (
input wire start,
input wire clk,
input wire reset,
output reg [14:0] tick_total 
);
    localparam clk_f = 25000000;           
    localparam baud_rate = 9600.0; 
    localparam integer div = clk_f / baud_rate;  
    localparam w_div = $clog2(div + 1);
    localparam max_ticks = 9600;           
    localparam w_maxticks = $clog2(max_ticks +1);
    localparam tick_cada = 1.0 / baud_rate; 
    localparam duracion_total = tick_cada* max_ticks;
    reg [w_div-1:0] counter;
    reg [w_maxticks-1:0] ticks_counter; 
    assign tick = (counter == div);
    always @(posedge clk or posedge reset) begin
        if (reset) begin
            counter <= 0;
            ticks_counter <= 0;
            tick_total <= 0;
        end else if (!start) begin
            tick_total <= ticks_counter;
            counter <= 0;
            ticks_counter <= 0;
        end else begin
            if (counter == div) begin
                counter <= 0;
                ticks_counter <= ticks_counter + 1;
            end else begin
                counter <= counter + 1;
            end
        end
    end
endmodule
```
==> job_summary.md <==
### Metrics collected by this job

| Metric | Value |
|---|---|
| Hold buffer count at CTS | `0` |
| Final ANT Viol Nets | `0` |
| I/O Pins | `6` |
| Total track usage | `0.1462` |
| Yosys Chip Area | `roughly 3700 µm²` |
| Slowest stage delay, CP | `0.48 ns` |
| Starting DRT DRC Count | `around 110` |
| Final setup fails | `0` |
| Via count | `~2400` |
| Post-synth EDFFs | `0` |
| Std-Cell Rows | `34` |
| Syn Inst Count | `328` |
| Largest area contributor in the netlist | `dfrtp_1` |
| Initial antenna violation count | `0` |
| Number of global-route vias before repair | `between 2000 and 2500` |
| Mapped cell area | `between 3000 and 4000 µm²` |
| Layout cells sized above 1 | `0.1545` |
| H-Tree Depth | `3` |
| Power Total | `1.801 mW` |
| Met2 usage | `0.2275` |
| Postcts setup bufs | `0` |
| CP startpoint kind | `primary input` |
| Tightest Pin Transition | `around 0.65 ns` |
| Synth cell types | `45` |
| Antenna cells | `0` |
| Clk latency late pin | `about 0.34 ns` |
| CTS Buf Count | `9` |
| I/O Buffers | `5` |
| Grt peak-use layer | `met1` |
| Post-DR wirelength/cell | `approximately 14 µm` |
| Yosys Instances | `328` |
| Largest net degree at the start of global routing | `34` |
| CP delay by family, top | `buffers and inverters` |
| Register share after synthesis | `0.5064` |
| Achievable frequency | `427.4 MHz` |
| Final Hold Fails | `0` |
| Leakage | `around 1.9 nW` |
| Mapped Avg Cell Area | `11.30 µm²` |
| Status | `completed` |
| Post-CTS Resized | `0` |
| Final Skew | `0.008032 ns` |
| Clock transition at path regs | `0.07 ns` |
| Syn. warnings | `5` |
| Floorplan utilization | `0.4188` |
| Die W | `slightly below 100 µm` |
| TritonCTS clock tree | `yes` |
| Final max-slew violation count | `0` |
| Top Layout Cells | `dfrtp_1 (75), nor2_1 (33), xnor2_1 (31)` |
| Main area contributors | `dfrtp_1 (51%), xnor2_1 (7.3%), mux2_2 (4.6%)` |
| 1st-pass router iterations | `4` |
| Via-to-Cell Ratio | `around 5.2` |
| Synthesized registers | `approximately 75` |
| MaxCap Viol Count | `0` |
| Worst EP required | `roughly 2.8 ns` |
| Placer Congestion | `0.7769` |
| WL final | `~6.1 mm` |
| Dominant flop cell | `dfrtp_1` |
| Min-delay worst type | `reg -> reg` |
| Critical Path Slowest Stage Cell | `clkdlybuf4s50_1` |
| Root Buffer Master | `clkbuf_8` |
| Clock Sinks | `around 75` |
| Critical Path AT | `around 1.6 ns` |
| RSZ-0062 raised after global routing | `no` |
| Congestion Overflow GR | `0` |
| Hold WS | `0.5022 ns` |
| Crit path buf inv count | `2` |
| Met1 usage | `0.2299` |
| Die Y | `98.26 µm` |
| Setup TNS | `0 ns` |
| Core box area | `8848 µm²` |
| Rel. slew slack | `0.5662` |
| CP Class | `in -> out` |
| CP Capture Type | `primary output` |
| Final Cycle Share | `0.6685` |
| Max VDD drop | `around 0.21 mV` |
| Min cycle time layout | `2.340 ns` |
| Area Growth Syn to Fin | `9.352%` |
| Util after Layout | `0.4580` |
| Met3 Use GR | `0.03052` |
| Remaining DRCs | `0` |
| Flop-to-flop setup slack | `~1.5 ns` |
| Clock Path Buffers | `2` |
| First-pass GRT wire length | `around 11 mm` |
| Critical-path cell list | `clkdlybuf4s50_1, clkdlybuf4s50_1` |
| CP max FO | `2` |
| Hpwl dp | `between 4 and 5 mm` |
| Most frequent cell on the critical path | `clkdlybuf4s50_1` |
| Commonest Layout Cell | `dfrtp_1` |
| Power per cell area | `around 440 nW/µm²` |
| OpenROAD warning count | `27` |
| Die area | `between 9000 and 10000 µm²` |
| Top-area cell share | `0.5064` |
| Async S/R FF share, synth | `1.000` |
cell type report:
class,count,area (µm²)
well taps,108,135.1
inverters,10,37.54
clock inverters,5,61.31
clock buffers,11,141.4
fillers,814,4796
multi-input cells,234,1728
repair buffers,8,72.57
flip-flops and latches,75,1877
cell usage after synthesis, types with 2 or more instances:
cell,count
a21o_1,2
a21oi_1,2
and2_1,13
and3_1,13
and4_1,5
buf_4,4
buf_6,2
clkbuf_1,3
dfrtp_1,75
ha_1,5
inv_1,10
mux2_2,15
nand2_1,16
nand3_1,22
nand4_1,15
nand4_2,2
nor2_1,33
nor2_4,2
nor3_1,5
nor4_1,5
nor4_2,3
nor4_4,3
nor4b_1,2
nor4b_4,2
or3_1,2
xnor2_1,31
xor2_1,18
cells by family (layout without fill, tap and decap cells):
kind of cell    Yosys count  after routing  share of synthesized area
buf+inv                  19             34                    0.02735
fa+ha+maj                 5              5                    0.01688
mux                      16             16                    0.04828
compound gates            9              9                    0.01722
xor+xnor                 49             49                     0.1158
flops                    75             75                     0.5064
simple gates            155            155                     0.2681
metrics by stage:
step / instance area [µm²] / setup WS [ns] / instances
CTS: 4053 / 1.146 / 451
global placement: 3850 / 1.160 / 435
finish: 4053 / 1.160 / 451
floorplan: 3706 / 0.8900 / 328
detailed placement: 3850 / 1.146 / 435
global route: 4053 / 1.139 / 451
registers in the layout (all words and copies together) (netlist names):
signal	count
delay_active	1
delay_counter	32
led2	1
led3	1
tick_gen.counter	12
tick_gen.tick_total	14
tick_gen.ticks_counter	14
per-layer routing:
metal	share of wire	routed length (µm)
met1	0.50	3047
met2	0.47	2878
met3	0.023	142
met4	0.0056	34
met5	0	0
path summary, 6_finish.rpt:
check / start / cells past startpoint / end
min in group asynchronous: reset / 2 / tick_gen.counter[6]$_DFF_PP0_
min reg2reg: delay_counter[26]$_DFFE_PP0P_ / 1 / delay_counter[26]$_DFFE_PP0P_
min: delay_counter[26]$_DFFE_PP0P_ / 1 / delay_counter[26]$_DFFE_PP0P_
max in group asynchronous: reset / 3 / tick_gen.tick_total[12]$_DFFE_PP0N_
max: button / 2 / ledb
max reg2reg: tick_gen.counter[0]$_DFF_PP0_ / 6 / tick_gen.counter[7]$_DFF_PP0_
power breakdown:
group	internal (mW)	leakage (nW)	total, mW	switching (mW)
combinational	0.0858	0.763	0.172	0.0864
sequential	0.907	1.02	0.963	0.0557
clock	0.351	0.0922	0.667	0.315
Power figures rest on the tool's default switching activity, not on a simulated workload.
